File: design/flow/config.mk
export PLATFORM = sky130hd
export DESIGN_NAME = uart_rx
export DESIGN_NICKNAME = uart_rx
export VERILOG_FILES = /design/flow/design.v
export SDC_FILE = /design/flow/constraint.sdc
export NUM_CORES = 4
export LEC_CHECK = 1
export CORE_AREA = 10 10 106 106
export DIE_AREA = 0 0 116 116
File: design/flow/constraint.sdc
current_design uart_rx

set clk_period 1.9
set clk_io_pct 0.2

create_clock -name clk0 -period $clk_period [get_ports {clk}]

set non_clock_inputs [all_inputs -no_clocks]
set_input_delay [expr $clk_period * $clk_io_pct] -clock clk0 $non_clock_inputs
set_output_delay [expr $clk_period * $clk_io_pct] -clock clk0 [all_outputs]
File: design/flow/design.v
module uart_rx #(
    DATA_WIDTH = 8,
    SAMPLING_RATE = 16,
    NUM_POLLS = 5
) (
    input  logic                      clk,
    input  logic                      rst,
    input  logic                      rx,
    input  logic                      parity,
    output logic [DATA_WIDTH - 1 : 0] data,
    output logic                      ready,
    output logic                      valid,
    output logic                      done
);
   localparam                          MID_CYCLE          = (SAMPLING_RATE / 2) - 1;
   localparam                          FIRST_SAMPLE_CYCLE = MID_CYCLE - (int'(NUM_POLLS / 2)) + (NUM_POLLS % 2 == 0);  
   localparam                          LAST_SAMPLE_CYCLE  = MID_CYCLE + (int'(NUM_POLLS / 2));
   localparam                          MAJORITY           = (int'(NUM_POLLS / 2)) + 1;
   logic [$clog2(SAMPLING_RATE) - 1:0] clk_cnt;
   logic [$clog2(SAMPLING_RATE) - 1:0] next_clk_cnt;
   logic [ 3:0]                        bit_cnt;
   logic [ 3:0]                        next_bit_cnt;
   logic [ DATA_WIDTH - 1:0]           data_buffer;
   logic [ DATA_WIDTH - 1:0]           next_data_buffer;
   logic [ $clog2(NUM_POLLS):0]        poll_adder;
   logic [ $clog2(NUM_POLLS):0]        next_poll_adder;
   logic                               parity_bit;
   logic                               next_parity_bit;
   logic [ 1:0]                        r_rx;
   logic                               sync_rx;
   logic                               polled_rx;
   logic                               store_polled_rx;
   logic                               in_sampling_cycles;
   logic                               tx_clk_cycle_end;
   typedef enum logic [2:0] {
        IDLE   = 3'b000,
        START  = 3'b001,
        DATA   = 3'b010,
        PARITY = 3'b011,
        STOP   = 3'b100,
        DONE   = 3'b101
   } state_t;
   state_t state, next_state;
   always_ff @(posedge clk) begin
      r_rx[1] <= rx;
      r_rx[0] <= r_rx[1];
   end
   assign sync_rx = r_rx[0];
   assign polled_rx = (poll_adder >= MAJORITY);
   assign data = data_buffer;
   assign valid = (~^{data_buffer, parity_bit}) || !parity;
   assign in_sampling_cycles = clk_cnt >= FIRST_SAMPLE_CYCLE && clk_cnt <= LAST_SAMPLE_CYCLE;
   assign tx_clk_cycle_end = (clk_cnt == SAMPLING_RATE - 1);
   assign store_polled_rx = (clk_cnt == (LAST_SAMPLE_CYCLE + 1));
   always_ff @(posedge clk) begin
       if (rst) state <= IDLE;
       else state <= next_state;
   end
   always_ff @(posedge clk) begin
      bit_cnt     <= next_bit_cnt;
      clk_cnt     <= next_clk_cnt;
      poll_adder  <= next_poll_adder;
      data_buffer <= next_data_buffer;
      parity_bit  <= next_parity_bit;
   end
   always_comb begin
      next_bit_cnt     = bit_cnt;
      next_clk_cnt     = clk_cnt;
      next_poll_adder  = poll_adder;
      next_data_buffer = data_buffer;
      next_parity_bit  = parity_bit;
       case (state)
           IDLE: begin
              next_bit_cnt     = DATA_WIDTH - 1;
              next_clk_cnt     = 0;
              next_poll_adder  = 0;
              next_data_buffer = data_buffer;
              ready            = 1;
              done             = 0;
               if (!sync_rx) next_state = START;
               else next_state = IDLE;
           end
           START: begin
              next_clk_cnt = clk_cnt + 1;
              ready        = 0;
              done         = 0;
               unique if (in_sampling_cycles) begin
                   next_poll_adder = poll_adder + sync_rx;
                   next_state      = START;
               end else if (tx_clk_cycle_end) begin
                   next_clk_cnt    = 0;
                   next_poll_adder = 0;
                   if (!polled_rx) next_state = DATA;
                   else next_state = IDLE;
               end else next_state = START;
           end
           DATA: begin
              next_clk_cnt = clk_cnt + 1;
              ready        = 0;
              done         = 0;
               unique if (in_sampling_cycles) begin
                  next_poll_adder = poll_adder + sync_rx;
                  next_state      = DATA;
               end else if (store_polled_rx) begin
                  next_data_buffer = {polled_rx, data_buffer[DATA_WIDTH-1:1]};
                  next_state       = DATA;
               end else if (tx_clk_cycle_end) begin
                  next_bit_cnt    = bit_cnt - 1;
                  next_clk_cnt    = 0;
                  next_poll_adder = 0;
                  if (bit_cnt == 0) begin
                      if (parity) next_state = PARITY;
                      else next_state = STOP;
                  end
                  else next_state = DATA;
               end else next_state = DATA;
           end
           PARITY: begin
              next_clk_cnt = clk_cnt + 1;
              ready        = 0;
              done         = 0;
               unique if (in_sampling_cycles) begin
                  next_poll_adder = poll_adder + sync_rx;
                  next_state      = PARITY;
               end else if (store_polled_rx) begin
                  next_parity_bit = polled_rx;
                  next_state      = PARITY;
               end else if (tx_clk_cycle_end) begin
                   next_clk_cnt = 0;
                   next_state   = STOP;
               end else next_state = PARITY;
           end
           STOP: begin
              next_clk_cnt = clk_cnt + 1;
              ready        = 0;
              done         = 0;
               if (tx_clk_cycle_end) next_state = DONE;
               else next_state = STOP;
           end
            DONE: begin
               ready      = 0;
               done       = 1;
               next_state = IDLE;
            end
            default: begin
               ready      = 0;
               done       = 0;
               next_state = IDLE;
            end
       endcase
   end
endmodule
File: design/flow/run.sh
#!/bin/bash
# OpenROAD 26Q1-2900-gdf79404cd8, Yosys 0.63+post, stock flow scripts
make -C /OpenROAD-flow-scripts/flow DESIGN_CONFIG=/design/flow/config.mk WORK_HOME=/design/flow/orfs finish
==> report_table.html <==
<h3>Run summary</h3>
<table>
<tr><th>Metric</th><th>Value</th></tr>
<tr><th colspan="2">Yosys</th></tr>
<tr><td>Area leader, netlist</td><td>sky130_fd_sc_hd__edfxtp_1</td></tr>
<tr><td>Yosys stat cell total</td><td>107</td></tr>
<tr><td>Cell count after synthesis</td><td>107</td></tr>
<tr><td>Yosys stat chip area</td><td>1350 µm²</td></tr>
<tr><td>Register share after synthesis</td><td>58.8%</td></tr>
<tr><td>Largest cells by area after synthesis</td><td>sky130_fd_sc_hd__edfxtp_1 47%, sky130_fd_sc_hd__dfxtp_1 12%, sky130_fd_sc_hd__ha_1 6.5%, sky130_fd_sc_hd__xnor3_1 3.3%, sky130_fd_sc_hd__xnor2_1 3.3%</td></tr>
<tr><td>Register bit count reported by yosys</td><td>29</td></tr>
<tr><td>Count of different cell masters after synthesis</td><td>32</td></tr>
<tr><td>Post-synthesis instance area</td><td>1350 µm²</td></tr>
<tr><td>Syn_area_per_cell</td><td>12.6 µm²</td></tr>
<tr><td>Count of yosys warnings during synthesis</td><td>1</td></tr>
<tr><td>Largest type area fraction</td><td>46.9%</td></tr>
<tr><th colspan="2">Hold path</th></tr>
<tr><td>Worst Hold Depth</td><td>0</td></tr>
<tr><td>Worst hold path startpoint</td><td>r_rx[1]</td></tr>
<tr><td>Kind of path behind the tightest hold check</td><td>register to register</td></tr>
<tr><td>WHS Endpoint</td><td>r_rx[0]</td></tr>
<tr><th colspan="2">CTS</th></tr>
<tr><td>Number of H-tree branching levels</td><td>2</td></tr>
<tr><td>Clock-pin slew on the worst setup and hold paths</td><td>0.06 ns</td></tr>
<tr><td>Number of buffers created by CTS</td><td>5</td></tr>
<tr><td>CTS sink cnt</td><td>29</td></tr>
<tr><td>Worst-skew pair later-pin latency</td><td>0.27 ns</td></tr>
<tr><td>Largest buffer count on any clock path</td><td>2</td></tr>
<tr><td>CTS Root Cell</td><td>sky130_fd_sc_hd__clkbuf_8</td></tr>
<tr><td>TritonCTS clock tree</td><td>yes</td></tr>
<tr><th colspan="2">Detailed routing</th></tr>
<tr><td>Number of nets with antenna violations after routing</td><td>0</td></tr>
<tr><td>Total iterations of the first detailed-routing run</td><td>4</td></tr>
<tr><td>Remaining design rule violation count</td><td>0</td></tr>
<tr><td>Final wirelength</td><td>2380 µm</td></tr>
<tr><td>Avg WL per Cell</td><td>9.59 µm</td></tr>
<tr><td>Initial drt markers</td><td>37</td></tr>
<tr><td>Detailed-route vias per instance</td><td>3.52</td></tr>
<tr><td>Routed via count</td><td>873</td></tr>
<tr><td>Antenna diodes</td><td>0</td></tr>
<tr><th colspan="2">STA</th></tr>
<tr><td>Setup violations, final</td><td>1</td></tr>
<tr><td>Slew at the pin closest to its max-slew limit</td><td>0.545 ns</td></tr>
<tr><td>Final Worst Setup Slack</td><td>-0.159 ns</td></tr>
<tr><td>Unrepaired setup endpoints after global routing</td><td>yes</td></tr>
<tr><td>Portion of the clock cycle consumed by the worst path in the final layout</td><td>108%</td></tr>
<tr><td>Slew HR</td><td>63.4%</td></tr>
<tr><td>Hold WS</td><td>0.328 ns</td></tr>
<tr><td>Setup tns final</td><td>-0.159 ns</td></tr>
<tr><td>Crit path time final</td><td>2.06 ns</td></tr>
<tr><td>Count of endpoints failing hold in the final timing report</td><td>0</td></tr>
<tr><td>Count of pins over their slew limit</td><td>0</td></tr>
<tr><td>Post-route clock skew</td><td>0.00532 ns</td></tr>
<tr><td>Fmax</td><td>486 MHz</td></tr>
<tr><th colspan="2">Place</th></tr>
<tr><td>Post-placement cell count</td><td>237</td></tr>
<tr><td>Post-detailed-placement cell area</td><td>1690 µm²</td></tr>
<tr><td>Placer congestion estimate</td><td>0.767</td></tr>
<tr><td>Input/output buffers</td><td>14</td></tr>
<tr><td>Placed wire-length estimate after detailed placement</td><td>1780 µm</td></tr>
<tr><th colspan="2">Global route</th></tr>
<tr><td>Global-route met2 utilization</td><td>4.17%</td></tr>
<tr><td>Total routing usage reported by global routing</td><td>3.49%</td></tr>
<tr><td>Antenna violations before repair</td><td>0</td></tr>
<tr><td>Most utilized layer in the global route result</td><td>met1</td></tr>
<tr><td>Number of global-route vias before repair</td><td>764</td></tr>
<tr><td>Fraction of met1 tracks used by global routing</td><td>5.14%</td></tr>
<tr><td>Met3 Usage GRT</td><td>2.35%</td></tr>
<tr><td>Sum of overflow across all layers after global routing</td><td>0</td></tr>
<tr><td>Maximum number of pins on one net before global-route repair</td><td>12</td></tr>
<tr><td>Wire length of the first global-routing pass</td><td>3750 µm</td></tr>
<tr><th colspan="2">Run status</th></tr>
<tr><td>Failing checks</td><td>setup timing</td></tr>
<tr><td>Outcome</td><td>finished, violations left</td></tr>
<tr><th colspan="2">Final layout</th></tr>
<tr><td>Final instance area</td><td>1820 µm²</td></tr>
<tr><td>Tally of filler cells in the layout</td><td>942</td></tr>
<tr><td>Final std cells w/o fill</td><td>248</td></tr>
<tr><td>Top cell excl fill/tap</td><td>sky130_fd_sc_hd__edfxtp_1</td></tr>
<tr><td>Area of the multi-input gates</td><td>534 µm²</td></tr>
<tr><td>Fraction of final layout cells with drive strength greater than 1</td><td>18.6%</td></tr>
<tr><td>Sequential cell area</td><td>791 µm²</td></tr>
<tr><td>Final Util</td><td>20.6%</td></tr>
<tr><td>Most frequently placed logic cells in the final layout</td><td>21 x sky130_fd_sc_hd__edfxtp_1, 13 x sky130_fd_sc_hd__clkdlybuf4s50_1, 13 x sky130_fd_sc_hd__buf_4</td></tr>
<tr><td>Area Overhead vs Synth</td><td>35.6%</td></tr>
<tr><th colspan="2">Pwr</th></tr>
<tr><td>Static power due to leakage</td><td>0.691 nW</td></tr>
<tr><td>Areal power density over the cells</td><td>803 nW/µm²</td></tr>
<tr><td>Worst voltage drop across the vdd grid</td><td>0.358 mV</td></tr>
<tr><th colspan="2">Floorplanning</th></tr>
<tr><td>Starting Density</td><td>15.2%</td></tr>
<tr><td>Chip height</td><td>116 µm</td></tr>
<tr><td>Width of the die</td><td>116 µm</td></tr>
<tr><td>Number of standard-cell rows in the floorplan</td><td>34</td></tr>
<tr><td>Count of pins on the block boundary</td><td>15</td></tr>
<tr><td>DIE AREA</td><td>13500 µm²</td></tr>
<tr><td>Core region area</td><td>8850 µm²</td></tr>
<tr><th colspan="2">Critical path</th></tr>
<tr><td>Largest fanout of any net on the critical path</td><td>2</td></tr>
<tr><td>Critical path capture point type</td><td>output pin</td></tr>
<tr><td>Type of element launching the critical path</td><td>register</td></tr>
<tr><td>Number of cells on the worst reg-to-reg path</td><td>5</td></tr>
<tr><td>Flop2flop setup slack</td><td>0.25 ns</td></tr>
<tr><td>CP required</td><td>1.52 ns</td></tr>
<tr><td>Class of the most critical setup path</td><td>register to output pin</td></tr>
<tr><td>Startpoint of the worst-slack reg-to-reg timing path</td><td>clk_cnt[0]</td></tr>
<tr><td>Crit path arrival time</td><td>1.68 ns</td></tr>
<tr><td>R2r endpoint</td><td>poll_adder[3]</td></tr>
<tr><th colspan="2">Job</th></tr>
<tr><td>OpenROAD warning count</td><td>30</td></tr>
<tr><td>Max-Cap Viols</td><td>0</td></tr>
</table>
==> logic make-up (layout without fill, tap and decap cells) <==
logic type / Yosys count / in the layout / share of synthesized area (%)
AOI/OAI and AO/OA: 12 / 12 / 6.14
xor gates and xnor gates: 11 / 11 / 9.21
adders and majority gates: 7 / 7 / 6.51
buffers and inverters: 7 / 40 / 2.05
DFF: 29 / 29 / 58.8
muxes: 2 / 2 / 1.95
and+or+nand+nor: 39 / 39 / 15.4
==> through the flow <==
| step | setup WS, ns | power, W |
|---|---|---|
| after floorplan | 0.285 | 0.000831 |
| after global placement | -0.155 | 0.000874 |
| after detailed placement | -0.167 | 0.000876 |
| after CTS | -0.213 | 0.00149 |
| after global routing | -0.228 | 0.00154 |
| final | -0.159 | 0.00147 |
==> routing by layer <==
layer | share of wire, % | up-vias | routed length (µm)
met3 | 12 | 2 | 275
met5 | 0 | - | 0
met1 | 52 | 399 | 1230
li1 | - | 446 | -
met4 | 0.50 | 0 | 12
met2 | 36 | 26 | 858
==> sequential cells by signal, indices dropped and copies added, names as in the netlist <==
name         flops
bit_cnt          4
clk_cnt          4
data_buffer      8
parity_bit       1
poll_adder       4
r_rx             2
state            6
==> how the worst max path moves through the flow <==
stage,from,to,slack (ns)
final,data_buffer[1],valid,-0.16
after CTS,data_buffer[6],valid,-0.21
after global routing,data_buffer[4],valid,-0.23
==> cell type report <==
| cell class | instances | area share, % |
|---|---|---|
| multi-input cells | 71 | 29.3 |
| inverters | 5 | 1.03 |
| repair buffers | 27 | 13.1 |
| well taps | 108 | 7.41 |
| clock buffers | 6 | 3.98 |
| clock inverters | 2 | 1.85 |
| flip-flops and latches | 29 | 43.3 |
==> critical path, stage by stage, from the launching register on <==
cell and delay, ns:
sky130_fd_sc_hd__edfxtp_1 0.41, sky130_fd_sc_hd__xor2_1 0.17, sky130_fd_sc_hd__xnor3_1 0.42, sky130_fd_sc_hd__mux2_4 0.31, sky130_fd_sc_hd__buf_6 0.11
==> timing repair <==
action / 4_1_cts / 5_1_grt
pin swaps: 2 / 1
buffers inserted: 1 / 2
hold buffers: 0 / 0
endpoints found under the setup margin: 1 / 1
resized: 3 / 2
==> where the power goes <==
group	total, W	switching, W	internal, W
clock network	0.000602	0.000216	0.000386
logic	0.000117	0.0000581	0.0000593
registers	0.000746	0.0000298	0.000716
==> synthesized netlist by cell type, drive strengths merged <==
master,number
inv,5
mux2,2
nand2b,1
xnor3,2
a211oi,2
a21oi,5
xor2,4
or2,1
and2,1
or3,2
nor3,1
o32a,1
nand2,8
buf,1
nand4,1
nand3,4
nor2b,6
ha,7
o21ai,1
nand4b,1
xnor2,5
and3,3
o21a,1
clkbuf,1
edfxtp,21
a31oi,1
a21bo,1
nor3b,3
nor2,7
dfxtp,8
Power is estimated from default activity; no workload was simulated.
