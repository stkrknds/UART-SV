## /design/flow/run.sh

```bash
#!/bin/bash
# OpenROAD 26Q1-2900-gdf79404cd8, Yosys 0.63+post, stock flow scripts
make -C /OpenROAD-flow-scripts/flow DESIGN_CONFIG=/design/flow/config.mk WORK_HOME=/design/flow/orfs finish
```

## /design/flow/config.mk

```make
export PLATFORM = sky130hd
export DESIGN_NAME = uart_tx
export DESIGN_NICKNAME = uart_tx
export VERILOG_FILES = /design/flow/design.v
export SDC_FILE = /design/flow/constraint.sdc
export NUM_CORES = 4
export LEC_CHECK = 1
export CORE_AREA = 10 10 84 84
export DIE_AREA = 0 0 94 94
```

## /design/flow/constraint.sdc

```tcl
current_design uart_tx

set clk_period 4.4
set clk_io_pct 0.2

create_clock -name clk0 -period $clk_period [get_ports {clk}]

set non_clock_inputs [all_inputs -no_clocks]
set_input_delay [expr $clk_period * $clk_io_pct] -clock clk0 $non_clock_inputs
set_output_delay [expr $clk_period * $clk_io_pct] -clock clk0 [all_outputs]
```

## /design/flow/design.v

```verilog
module uart_tx #(
    DATA_WIDTH = 8
) (
    input  logic                    clk,
    input  logic                    rst,
    input  logic                    start,
    input  logic                    parity,
    input  logic [DATA_WIDTH - 1:0] tx_data,
    output logic                    tx,
    output logic                    ready,
    output logic                    done
);
    logic [DATA_WIDTH - 1:0] tx_data_buffer;
    logic [3:0] data_bit_cnt;
    logic parity_bit;
    enum logic [2:0] {
        IDLE   = 3'b000,
        START  = 3'b001,
        DATA   = 3'b010,
        PARITY = 3'b011,
        STOP   = 3'b100,
        DONE   = 3'b101
    } state;
    always_ff @(posedge clk) begin
        if (rst) begin
            tx <= 1;
            ready <= 1;
            done <= 0;
            state <= IDLE;
        end else begin
            case (state)
                IDLE: begin
                    if (start) begin
                        tx <= 0;
                        ready <= 0;
                        tx_data_buffer <= tx_data;
                        data_bit_cnt <= DATA_WIDTH;
                        state <= START;
                    end
                end
                START: begin
                    parity_bit <= ^tx_data_buffer;
                    shift_tx_bit_out();
                    state <= DATA;
                end
                DATA: begin
                    if (data_bit_cnt == 0) begin
                        if (!parity) begin
                            tx <= 1;
                            state <= STOP;
                        end else begin
                            tx <= parity_bit;
                            state <= PARITY;
                        end
                    end else shift_tx_bit_out();
                end
                PARITY: begin
                    tx <= 1;
                    state <= STOP;
                end
                STOP: begin
                    done  <= 1;
                    state <= DONE;
                end
                DONE: begin
                    done  <= 0;
                    ready <= 1;
                    state <= IDLE;
                end
            endcase
        end
    end
    task shift_tx_bit_out();
        tx <= tx_data_buffer[0];
        tx_data_buffer <= tx_data_buffer >> 1;
        data_bit_cnt <= data_bit_cnt - 1;
    endtask
endmodule
```

==> notes.md <==
Results of the run.

The tool warning count is 25. The launch point of the worst min-delay path is recorded as state[1]. The iteration tally of the first detailed-router pass is 3. The area fraction of the dominant cell type after synthesis is 0.380.

The shortest clock period the worst path allows after layout is 2260 ps. The share of cells above drive strength 1 is 0.153. The count of final setup violators is 0. The core utilization before placement is 0.197.

Sorting the synthesis cell report by count puts at the top sky130_fd_sc_hd__edfxtp_1. The number of design rule violations left after detail routing is 0. The summed negative setup slack over all endpoints is 0 ps. By count the netlist is led by sky130_fd_sc_hd__edfxtp_1 (13), sky130_fd_sc_hd__dfxtp_1 (9), sky130_fd_sc_hd__nor2_1 (9). The synthesized chip area reported by yosys is 1030 um2. Post-route period utilization is reported as 0.513. Yosys reported a register bit count of 22.

The average instance in the mapped netlist occupies 12.5 um2. The capture point of the worst reg-to-reg path is tx_data_buffer[1]. The number of violations of the max-capacitance limit is 0. In this run the register-to-register setup slack is 2610 ps. Fill cells in the final layout number 548. For this design the ratio of total power to cell area is 351 nW/um2. The via count of the first global-routing pass is 623. The number of antenna violations at the first check in global routing is 0. The peak supply drop is 0.000153 V. The type of the worst setup path is input pin to flip-flop. The CTS report gives the tree buffer count as 3.

Before any placement, the netlist area is recorded as 1030 um2. The distinct cell type count after synthesis is 32. The H-tree depth is 1. Of all flip-flops after synthesis, the portion carrying an async set or reset was 0. Hold analysis lists the worst path endpoint as state[4]. The clock passes through at most 2 buffers. The highest net fanout along the worst path is 12.

Per the layout area report, the combinational gate area comes to 418 um2. Once detail routing completed, the nets flagged for antenna violations numbered 0. Detailed routing inserted a total of 624 vias.

Detailed placement finished with a half-perimeter wire length of 1.22 mm. The horizontal die dimension reported for this design is 94 um. The most used flip-flop cell after synthesis is sky130_fd_sc_hd__edfxtp_1. The max-slew violation count is 0. The aggregate routed wire length is 1.65 mm. The startpoint type of the worst setup path is an input pin. The count of clock tree sinks is 22. The hold buffer count at cts is 0. Hold is met by 467 ps. The flow ran to the end, and the final reports show no timing, DRC or antenna violations. In this run the core area contains 26 standard-cell rows. The chip occupies 8840 um2. For this run, the detailed router reports a per-instance via density of 3.71.

Looking at area per cell type in the netlist, the leader is sky130_fd_sc_hd__edfxtp_1. For this block, the initial DRC count from the detailed router was 46. The skew report gives the latency at the later pin of the worst-skew pair as 260 ps.

The synth_stat.txt file lists the number of cells as 82. The number of cells on the worst reg-to-reg path is 5. Endpoints failing hold in the final report were tallied at 0. TritonCTS built the clock tree. The total I/O pin count is 15.

STA classifies the critical path endpoint as a flip-flop. On the reported timing paths, the clock transition at the registers reads 80 ps. The detail-routed net length per standard cell is 9.82 um. The count of cells in the finished layout, fillers not included, comes to 168. The total track usage is 0.0396. CTS placed an instance of sky130_fd_sc_hd__clkbuf_8 at the clock tree root. By area the synthesized netlist is led by sky130_fd_sc_hd__edfxtp_1 (38%), sky130_fd_sc_hd__dfxtp_1 (18%), sky130_fd_sc_hd__mux2_4 (8.8%), sky130_fd_sc_hd__xnor2_1 (6.8%), sky130_fd_sc_hd__nor2_1 (3.3%).

Looking at the max-slew report, the worst-margin pin has a slew of 649 ps. Checking max transition, the worst relative margin is 0.567. The floorplan step set the die height to 94 um. In this run the layout overhead on the synthesized area is reported as 25.7%.

The core region area is 5200 um2. The wire length of the first global-routing pass is 2.88 mm. The total inserted antenna cells is 0. After layout, the setup clock skew is reported as 2.94 ps. Data arrives at the worst endpoint at 2220 ps.

The min-delay analysis places its worst path in the category flip-flop to flip-flop. The number of setup buffers added after CTS is 0. The synthesized design contains 13 enable-type register cells.

Once placement completed, the tool counted placed cells totaling 164. The layout report lists the combined flip-flop and latch area as 571 um2. The number of buffers added on ports is 14.

Setup repair after global routing left no endpoint under its margin. The achievable clock frequency is 443 MHz. The count of cells resized by post-cts repair is 0. The overall power consumption is 452 uW. The pin count of the biggest net entering global routing is 13. The required arrival time at the worst endpoint is 4360 ps. The synthesis report lists the Yosys warning total as 1.

Synthesis produced a netlist whose cell count is 82. The startpoint of the most critical register-to-register path is data_bit_cnt[0]. RePlAce ended its routability-driven mode at a weighted congestion of 0.763.

The static leakage is 0.458 nW. For this run, the register share of the synthesized area comes to 0.556. Recorded from the global router log, the overflow total was 0. The number of cells on the worst hold path is listed as 1.
cell usage in the layout, fill, tap and decap left out, types with 2 or more instances in the layout:
master,count
sky130_fd_sc_hd__mux2_4,6
sky130_fd_sc_hd__a21oi_1,2
sky130_fd_sc_hd__clkdlybuf4s50_1,14
sky130_fd_sc_hd__nor2_1,9
sky130_fd_sc_hd__dfxtp_1,9
sky130_fd_sc_hd__xnor2_1,8
sky130_fd_sc_hd__nand2_1,2
sky130_fd_sc_hd__nor3_1,5
sky130_fd_sc_hd__inv_1,3
sky130_fd_sc_hd__clkbuf_8,4
sky130_fd_sc_hd__edfxtp_1,13
sky130_fd_sc_hd__nor2b_1,2
where the power goes:
group	total, mW	leakage, nW	internal, mW	switching [mW]
logic	0.0664	0.233	0.0410	0.0254
clock network	0.140	0.0288	0.0796	0.0605
registers	0.246	0.195	0.235	0.0108
total	0.452	0.458	0.356	0.0967
worst max path at each step:
| stage | to | from | depth (start not counted) | slack, ps |
|---|---|---|---|---|
| 6_report | tx_data_buffer[1] | start | 4 | 2140 |
| 4_1_cts | tx_data_buffer[4] | start | 4 | 2150 |
| 5_1_grt | tx_data_buffer[0] | start | 4 | 2080 |
cells by family after synthesis:
logic type / after synthesis / synth area share
simple gates: 28 / 0.152
flops: 22 / 0.556
compound gates: 9 / 0.0671
xor+xnor: 9 / 0.0768
mux: 7 / 0.0988
buf+inv: 6 / 0.0366
fa+ha+maj: 1 / 0.0122
registers in the layout (all words and copies together), names as in the netlist:
signal          count
tx                  1
data_bit_cnt        4
done                1
tx_data_buffer      8
state               6
ready               1
parity_bit          1
area by class of cell:
type / instances / share of cell area
Timing Repair Buffer: 15 / 0.114
Sequential cell: 22 / 0.442
Multi-Input combinational cell: 54 / 0.324
Clock buffer: 4 / 0.0427
Tap cell: 70 / 0.0679
Inverter: 3 / 0.00873
routing by layer:
metal  GRT usage  vias up  share of wire  routed length (um)
met2      0.0524       17           0.37                 613
met4     0.00127        0              0                   0
met1      0.0575      285           0.53                 874
met3      0.0226        0          0.098                 161
li1            -      322              -                   -
met5           0        -              0                   0
metrics by stage:
stage	worst slack, ps	utilization	area (um2)
after floorplan	1970	-	1030
after global placement	1890	0.237	1230
after detailed placement	1880	0.237	1230
after CTS	2150	0.248	1290
after global routing	2080	0.248	1290
final	2140	0.248	1290
worst max-delay path, cell delays in order:
cell	delay, ps
sky130_fd_sc_hd__clkdlybuf4s50_1	500
sky130_fd_sc_hd__and2b_1	230
sky130_fd_sc_hd__a2111oi_2	340
sky130_fd_sc_hd__buf_4	270
Power and IR drop assume default switching activity.
